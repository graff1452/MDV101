**/design/flow/run.sh**
```bash
#!/bin/bash
# OpenROAD 26Q1-2900-gdf79404cd8, Yosys 0.63+post, stock flow scripts
make -C /OpenROAD-flow-scripts/flow DESIGN_CONFIG=/design/flow/config.mk WORK_HOME=/design/flow/orfs finish
```
**/design/flow/config.mk**
```make
export PLATFORM = sky130hd
export DESIGN_NAME = ALU
export DESIGN_NICKNAME = ALU
export VERILOG_FILES = /design/flow/design.v
export SDC_FILE = /design/flow/constraint.sdc
export NUM_CORES = 4
export LEC_CHECK = 1
export CORE_UTILIZATION = 50
export SYNTH_HDL_FRONTEND = slang
```
**/design/flow/constraint.sdc**
```tcl
current_design ALU

set clk_period 9.1
set clk_io_pct 0.2

create_clock -name clk0 -period $clk_period

set non_clock_inputs [all_inputs -no_clocks]
set_input_delay [expr $clk_period * $clk_io_pct] -clock clk0 $non_clock_inputs
set_output_delay [expr $clk_period * $clk_io_pct] -clock clk0 [all_outputs]
```
**/design/flow/design.v**
```verilog
module Logic (
    input wire [15:0] A,
    input wire [15:0] B,
    input wire [3:0] Sel,
    output reg [15:0] LoOut
);
    always @(*) begin
        case (Sel)
            4'b0000: LoOut = ~A;
            4'b0001: LoOut = ~(A | B);
            4'b0010: LoOut = ~A & B;
            4'b0011: LoOut = 16'h0000;
            4'b0100: LoOut = ~(A & B);
            4'b0101: LoOut = ~B;
            4'b0110: LoOut = A ^ B;
            4'b0111: LoOut = A & ~B;
            4'b1000: LoOut = ~A | B;
            4'b1001: LoOut = ~(A ^ B);
            4'b1010: LoOut = B;
            4'b1011: LoOut = A & B;
            4'b1100: LoOut = 16'hFFFF;
            4'b1101: LoOut = A | ~B;
            4'b1110: LoOut = A | B;
            4'b1111: LoOut = A;
        endcase
    end
endmodule
module Arithmetic (
    input wire CIn,
    input wire [15:0] A,
    input wire [15:0] B,
    input wire [3:0] Sel,
    output reg [15:0] ArOut,
    output wire Cmp,
    output wire COut
);
    reg [16:0] result;
    wire [16:0] a;
    wire [16:0] b;
    assign a = {1'b0, A};
    assign b = {1'b0, B};
    always @(*) begin
        case (Sel)
            4'b0000: result = a;
            4'b0001: result = a | b;
            4'b0010: result = a | ~b;
            4'b0011: result = {1'b0, 16'hFFFF};
            4'b0100: result = a | (a & ~b);
            4'b0101: result = (a | b) + (a & ~b) + {16'b0, CIn};
            4'b0110: result = a - b - 1 + {16'b0, CIn};
            4'b0111: result = (a & ~b) - 1 + {16'b0, CIn};
            4'b1000: result = a + (a & b) + {16'b0, CIn};
            4'b1001: result = a + b + {16'b0, CIn};
            4'b1010: result = (a | ~b) + (a & b) + {16'b0, CIn};
            4'b1011: result = (a & b) - 1 + {16'b0, CIn};
            4'b1100: result = a + a + {16'b0, CIn};
            4'b1101: result = (a | b) + a + {16'b0, CIn};
            4'b1110: result = (a | ~b) + a + {16'b0, CIn};
            4'b1111: result = a - 1 + {16'b0, CIn};
        endcase
    end
    assign ArOut = result[15:0];
    assign Cmp = A == B;
    assign COut = result[16];
endmodule
module ALU (
    input wire CIn,
    input wire [15:0] A,
    input wire [15:0] B,
    input wire [3:0] Sel,
    input wire Mode,
    output wire [15:0] ALUOut,
    output wire COut,
    output wire Cmp
);
    wire [15:0] Logic_LoOut;
    wire [15:0] Arithmetic_ArOut;
    wire Arithmetic_Cmp;
    wire Arithmetic_COut;
    Logic myLogic (.A(A), .B(B), .Sel(Sel), .LoOut(Logic_LoOut));
    Arithmetic myArithmetic (.CIn(CIn), .A(A), .B(B), .Sel(Sel), .ArOut(Arithmetic_ArOut), .Cmp(Arithmetic_Cmp), .COut(Arithmetic_COut));
    assign ALUOut = Mode ? Logic_LoOut : Arithmetic_ArOut;
    assign COut = Mode ? 1'b0 : Arithmetic_COut;
    assign Cmp = Mode ? 1'b0 : Arithmetic_Cmp;
endmodule
```
==> summary.rpt <==
=== SYNTHESIS / PLACE & ROUTE SUMMARY ===
----------------------------------------------------
[Setup path]
  Highest-delay cell along the critical path ........................ sky130_fd_sc_hd__clkdlybuf4s50_1
  Count of buffer and inverter cells on the critical path ........................ 3
  Classification of the worst setup path ........................ in -> out
  Nature of the critical path endpoint ........................ output pin
  Cell breakdown of the critical path ........................ clkdlybuf4s50_1 -> inv_1 -> ha_1 -> ha_1 -> or2_2 -> ha_1 -> o21a_1 -> o21ai_0 -> a21boi_0 -> o21bai_1 -> a21boi_0 -> o41ai_1 -> a32oi_1 -> o311a_1 -> a31oi_1 -> clkdlybuf4s50_1
  Stage delay of the slowest cell on the critical path ........................ roughly 0.71 ns
  Maximum fanout encountered on the critical timing path ........................ 10
  Critical path data arrival time ........................ 6.73 ns
  Most prevalent standard cell on the critical path ........................ sky130_fd_sc_hd__ha_1
  Family of cells with the greatest summed delay on the critical path ........................ AND-OR/OR-AND gates
  Data required time of the worst path ........................ ~7.3 ns
  Critical path launch point type ........................ primary input

[Logic synthesis]
  Post-Synthesis Cells ........................ approximately 1,600
  Post-synth top area share ........................ 0.162
  Synth area leaders ........................ sky130_fd_sc_hd__ha_1 16%, sky130_fd_sc_hd__xnor2_1 6.8%, sky130_fd_sc_hd__a21oi_1 6.4%, sky130_fd_sc_hd__nor2_1 5.8%, sky130_fd_sc_hd__o21ai_0 5.3%
  Mean area per synthesized cell ........................ approximately 6.5 µm²
  Post-synth area from yosys stat ........................ 0.0105 mm²
  Yosys Instances ........................ roughly 1,600
  Most area-hungry cell type in the Yosys netlist ........................ sky130_fd_sc_hd__ha_1
  Yosys warning total ........................ 0
  Post-synth seq share ........................ 0
  Number of library cell types mapped by synthesis ........................ 81
  Mapped cell area ........................ about 0.011 mm²

[GRT]
  Routing layer with the top usage in global route ........................ met2
  Met3 GRT Util ........................ 0.209
  Maximum number of pins on one net before global-route repair ........................ ~57
  Met1 capacity usage during global routing ........................ 0.652
  Vias in the first global route ........................ roughly 12,000
  Total routing resource utilization after global routing ........................ 0.493
  Global routing met2 resource utilization ........................ 0.669
  First-pass GRT wire length ........................ just under 80,000 µm
  Residual overflow from global routing ........................ 0
  Antenna violations before repair ........................ 0

[Power]
  Max IR drop VDD ........................ about 0.032 mV
  PwrDens ........................ about 61 mW/mm²
  Leak pwr ........................ 4.52 nW

[Route]
  Antenna Nets Post-Route ........................ 0
  Iteration tally of the first detailed-router pass ........................ 9
  Routed wire length per instance ........................ approximately 28 µm
  Routed via count ........................ around 14,000
  DRC viols ........................ 0
  Total Routed Length ........................ roughly 53,000 µm
  Via-to-Cell Ratio ........................ about 7
  Number of DRC markers in iteration 0 ........................ around 1,900

[Die]
  Core utilization before placement ........................ 0.516
  Count of standard-cell rows ........................ between 50 and 60
  Die height ........................ 147 µm
  Die width ........................ between 100 and 150 µm
  Area of the core ........................ around 0.020 mm²
  Boundary Pins ........................ roughly 56
  Die Area ........................ ~0.022 mm²

[Place]
  Number of buffers added on ports ........................ 56
  Detailed placer's ending HPWL ........................ 40,300 µm
  Dpl cells ........................ approximately 1,900
  Placer's final routability congestion estimate ........................ around 1.1

[Final layout]
  Area growth from synthesis to layout ........................ 7.17%
  Most frequent logic cells in the routed design ........................ 163 x sky130_fd_sc_hd__nor2_1, 141 x sky130_fd_sc_hd__nand2_1, 136 x sky130_fd_sc_hd__ha_1
  FF+latch area ........................ 0 µm²
  Most common library cell in the layout ignoring fill and taps ........................ sky130_fd_sc_hd__nor2_1
  Layout Utilization ........................ 0.553
  Clock buf count ........................ 0
  Number of flip-flops and latches ........................ 0
  Fraction of layout instances using a drive strength above 1 ........................ 0.0583
  Finished Layout Cells ........................ 1,884

[STA]
  Worst-case headroom to the max-slew limit ........................ 0.296
  Number of endpoints with negative hold slack in the final report ........................ 0
  Setup repair after global routing missed its margin ........................ false
  Tmin final ........................ about 8.5 ns
  Final setup violating endpoints ........................ 0
  Final hold slack ........................ approximately 4.7 ns
  Setup TNS ........................ 0 ns
  Max-slew violation total from the final report ........................ 0
  Max Fclk ........................ 0.117 GHz
  Actual slew at the worst max-slew pin ........................ between 1 and 1.5 ns
  Post-layout period usage ........................ 0.939

[Outcome]
  Outcome ........................ complete, no violations

[Clocking]
  Post-CTS Setup Inserts ........................ 0
  Hold-fix buffers, CTS ........................ 0
  CTS-repair resized insts ........................ 0

[Job]
  Tool warnings ........................ between 100 and 150
  Number of maximum-capacitance violations ........................ 0

[Worst hold path]
  Class of the worst hold path ........................ in -> out

----------------------------------------------------
==> cells in the mapped netlist (12+ instances only) <==
master	count
sky130_fd_sc_hd__xor2_1	44
sky130_fd_sc_hd__ha_1	136
sky130_fd_sc_hd__nand2_1	141
sky130_fd_sc_hd__inv_1	75
sky130_fd_sc_hd__xnor2_1	82
sky130_fd_sc_hd__clkbuf_1	97
sky130_fd_sc_hd__o221ai_1	16
sky130_fd_sc_hd__o22ai_1	54
sky130_fd_sc_hd__and3_1	14
sky130_fd_sc_hd__a31oi_1	32
sky130_fd_sc_hd__buf_1	13
sky130_fd_sc_hd__nor4_1	17
sky130_fd_sc_hd__nand3_1	43
sky130_fd_sc_hd__mux2_2	12
sky130_fd_sc_hd__nor2_1	163
sky130_fd_sc_hd__nor2b_1	22
sky130_fd_sc_hd__o21ai_0	111
sky130_fd_sc_hd__or3_1	13
sky130_fd_sc_hd__a21o_1	14
sky130_fd_sc_hd__a21oi_1	134
sky130_fd_sc_hd__a22oi_1	23
sky130_fd_sc_hd__nor3_1	43
sky130_fd_sc_hd__mux2i_1	28
sky130_fd_sc_hd__a221oi_1	27
sky130_fd_sc_hd__nand2b_1	21
sky130_fd_sc_hd__a211oi_1	26
sky130_fd_sc_hd__nand4_1	18
sky130_fd_sc_hd__o211ai_1	22
==> power breakdown <==
group | internal [mW] | switching [mW]
Combinational | 0.248 | 0.440
Clock | 0.00000000519 | 0
Sequential | 0 | 0
Total | 0.248 | 0.440
==> logic make-up after synthesis <==
family | count (synthesis) | share of synthesized area
AND-OR/OR-AND | 583 | 0.367
AND/OR/NAND/NOR | 539 | 0.244
buffers and inverters | 199 | 0.0760
adder cells (fa/ha/maj) | 140 | 0.169
XOR/XNOR | 126 | 0.105
multiplexers | 40 | 0.0394
==> per-layer routing <==
| metal | vias up | wire [µm] |
|---|---|---|
| met3 | 274 | 8810 |
| met4 | 0 | 4000 |
| met1 | 6075 | 20400 |
| li1 | 6022 | - |
| met2 | 1176 | 20300 |
| met5 | - | 0 |
==> through the flow <==
step                      power (mW)  worst slack (ns)  area (µm²)
final                          0.688             0.552       11300
after CTS                      0.655             0.803       11300
after global routing           0.726             0.287       11300
after detailed placement       0.651             0.843       11300
after floorplan                0.424              2.77       10500
after global placement         0.653             0.835       11300
==> worst min-delay path: stages <==
cell and delay (ns):
sky130_fd_sc_hd__buf_2 0.28, sky130_fd_sc_hd__nor2_1 0.17, sky130_fd_sc_hd__a21oi_1 0.04, sky130_fd_sc_hd__o22ai_1 0.10, sky130_fd_sc_hd__a31oi_1 0.06, sky130_fd_sc_hd__clkdlybuf4s50_1 0.40
==> path summary, 6_finish.rpt <==
path / startpoint / endpoint / slack, ns / cells past startpoint
hold / removal: Sel[0] / ALUOut[11] / 4.71 / 6
setup / recovery: B[0] / ALUOut[12] / 0.55 / 16
==> final cells by class <==
type / instances / area, µm²
well taps: 270 / 338
multi-input cells: 1428 / 9730
repair buffers: 107 / 923
inverters: 78 / 293
fillers: 2093 / 9140
diodes: 1 / 2.50
Power and IR drop assume default switching activity.
