$ cat ./run.sh
#!/bin/bash
# OpenROAD 26Q1-2900-gdf79404cd8, Yosys 0.63+post, stock flow scripts
make -C /OpenROAD-flow-scripts/flow DESIGN_CONFIG=/design/flow/config.mk WORK_HOME=/design/flow/orfs finish
$ cat ./config.mk
export PLATFORM = sky130hd
export DESIGN_NAME = branch_logic
export DESIGN_NICKNAME = branch_logic
export VERILOG_FILES = /design/flow/design.v
export SDC_FILE = /design/flow/constraint.sdc
export NUM_CORES = 4
export LEC_CHECK = 1
export CORE_AREA = 10 10 90 90
export DIE_AREA = 0 0 100 100
export SYNTH_HDL_FRONTEND = slang
$ cat ./constraint.sdc
current_design branch_logic

set clk_period 1.0
set clk_io_pct 0.2

create_clock -name clk0 -period $clk_period [get_ports {clk}]

set non_clock_inputs [all_inputs -no_clocks]
set_input_delay [expr $clk_period * $clk_io_pct] -clock clk0 $non_clock_inputs
set_output_delay [expr $clk_period * $clk_io_pct] -clock clk0 [all_outputs]
$ cat ./design.v
module branch_logic (
    input wire [7:0] pc_address,
    input wire [15:0] instruction,
    input wire [15:0] register_c,
    input wire bitty_core_done1,
    input wire clk,
    input wire reset,
    output wire [7:0] new_pc
);
    wire [11:0] immediate_value = instruction[15:4];
    wire [1:0]  format = instruction[1:0];
    wire [1:0]  condition = instruction[3:2];
    reg [15:0]  reg_new_pc;
    register_8 Reg_branch_logic_Out (
        .d_in(reg_new_pc[7:0]),
        .reset(reset),
        .clk(clk),
        .en(bitty_core_done1),
        .d_out(new_pc)
    );
    always @(*)
    begin
        if (reset) 
        begin
            reg_new_pc = 16'b0;
        end 
        else if (bitty_core_done1) 
        begin
            if (format == 2'b10) 
            begin
                case (condition)
                    2'b00: if (register_c == 16'h0000) begin reg_new_pc = {8'b0, pc_address} + {4'b0, immediate_value}; end else begin reg_new_pc = {8'b0, pc_address} + 1; end
                    2'b01: if (register_c == 16'h0001) begin reg_new_pc = {8'b0, pc_address} + {4'b0, immediate_value}; end else begin reg_new_pc = {8'b0, pc_address} + 1; end
                    2'b10: if (register_c == 16'h0002) begin reg_new_pc = {8'b0, pc_address} + {4'b0, immediate_value}; end else begin reg_new_pc = {8'b0, pc_address} + 1; end
                    default: if (register_c == 16'h0000) begin reg_new_pc = {8'b0, pc_address} + {4'b0, immediate_value}; end else begin reg_new_pc = {8'b0, pc_address} + 1; end
                endcase
            end
            else 
            begin
                reg_new_pc = {8'b0, pc_address} + 1;
            end
        end
    end
endmodule
module register_8 (
    input   wire [7:0]     d_in,
    input   wire            reset,
    input   wire            clk,
    input   wire            en,
    output  wire [7:0]     d_out
);
    reg [7:0] reg_d_out;
    always @(posedge clk or posedge reset) 
    begin
        if (reset) 
        begin
            reg_d_out <= 8'h00;
        end
        else 
        begin
            if (en) 
            begin
                reg_d_out <= d_in;
            end
        end
    end
    assign d_out = reg_d_out;
endmodule
==> reports/qor.txt <==
Share of power burned in registers: 30.7%
H-tree depth: 1
YS chip area: 0.00108 sq mm
Synthesis Warnings: 0
Least-Margin Pin Slew: 593 ps
Met1 Routed Length: 1.25 mm
Die Y: 100 um
CTS Buf Count: 3
Pins Over Slew Limit: 0
Mean Syn Cell Area: 9.20 sq um
Vias in the first global route: 1095
Crit path max-delay cell type: dfrtp_1
Worst R2R Setup Slack: 130 ps
Worst Skew: 0 ps
CTS tree: done
Internal power: 0.977 mW
Maximum VDD drop: 589 uV
Area Overhead vs Synth: 58.4%
RSZ-0062 raised after global routing: no
Post-Syn Area: 0.00108 sq mm
Final min period: 955 ps
ANT nets after route: 0
Slowest stage delay, CP: 360 ps
Switching Fraction: 25.9%
Top cells excl fill/tap: 37 x clkdlybuf4s50_1, 10 x ha_1
Vias: 1036
Placement row count: 29
Share of cells above drive strength 1: 16.3%
Fillers: 655
P_sw: 0.342 mW
Combinational group share of total power: 41.4%
LEAKAGE: 0.727 nW
Pre-CTS WS: -295 ps
Gr usage total: 5.93%
Port Buffer Count: 46
Status: finished clean
CP Launch Type: flop
Worst Path Required: 800 ps
Family with the most delay on the worst path: flip-flops
Initial antenna violation count: 0
Fp util: 17.1%
CP Cell Sequence: clkdlybuf4s15_1
Final Util: 27.1%
First-pass GRT wire length: 5.00 mm
Worst Slack Setup Final: 44.5 ps
Final worst-path cycle share: 95.5%
Bufs and invs on worst path: 1
Max FO, Critical Path: 2
Synth Instances: 117
Most common logic cell in the routed design: clkdlybuf4s50_1
Worst min path class: input port to asynchronous set/reset pin
Worst r2r src: Reg_branch_logic_Out.d_out[0]
Die area: 0.0100 sq mm
Via density per instance: 4.16
Antenna Cells: 0
Worst Path Arrival: 760 ps
# DRC: 0
Initial DRC count: 37
Normalized max-slew margin: 60.2%
Clk pin slew, worst setup/hold paths: 40 ps
Routed wire length: 2.98 mm
Root Driver: clkbuf_8
Tool warnings: 30
Final setup viols: 0
Die X: 100 um
Top layer in use: met4
CTS max path bufs: 2
R2r endpoint: Reg_branch_logic_Out.d_out[0]
Met3 WL post-DR: 250 um
Power Dens Cells: 774 mW/mm^2
Reg2Reg Depth: 2
DR WL met2: 1.46 mm
Yosys stat cell total: 117
F_max: 1050 MHz
RePlAce Congestion: 0.720
Crit Path Category: flop to output port
WL/cell: 11.9 um
Later-pin clock latency in the skew report: 220 ps
Setup TNS Final: 0 ps
Final Instance Area: 0.00170 sq mm
Endpoints left unconstrained: 8
Clock power share: 27.9%
Unique cell types: 40
Ys flop type: dlxtp_1
Final-report hold violation count: 0
Core outline area: 0.00628 sq mm
Worst Setup End Kind: output port
Grt total ovfl: 0
Hold Worst Slack: 278 ps
Register pins left without a clock: 8
Max cap viols: 0
Post-synth ARST share: 50.0%
TritonRoute pass-1 iters: 4
Dpl cell area: 0.00166 sq mm
DP HPWL: 2.66 mm
Synth flops: 16
Number of enable flip-flop cells: 0
Pin count of the biggest net entering global routing: 10
I/O Pins: 51
[stage by stage]
stage	instances	power, mW
after global routing	249	1.43
after CTS	249	1.35
after detailed placement	241	0.963
after global placement	241	0.956
final	249	1.32
after floorplan	117	0.658
[synth_stat cells (5+ instances only)]
| master | count | share of area (%) |
|---|---|---|
| dlxtp_1 | 8 | 11 |
| dfrtp_1 | 8 | 19 |
| xnor2_1 | 5 | 4.1 |
| mux2_2 | 8 | 8.4 |
| nand3_1 | 8 | 3.7 |
| inv_1 | 6 | 2.1 |
| nor2_1 | 5 | 1.7 |
| ha_1 | 10 | 12 |
[metal layers]
| metal | global-route usage [%] | up-vias |
|---|---|---|
| met5 | 0 | - |
| met4 | 0.543 | 0 |
| met3 | 1.80 | 2 |
| met2 | 10.3 | 22 |
| met1 | 7.33 | 460 |
| li1 | - | 552 |
[how the worst max path moves through the flow]
stage | startpoint | end | slack [ps] | depth (start not counted)
after CTS | Reg_branch_logic_Out.d_out[5] | new_pc[5] | 20 | 1
after global routing | Reg_branch_logic_Out.d_out[2] | new_pc[2] | 3 | 1
final | Reg_branch_logic_Out.d_out[7] | new_pc[7] | 40 | 1
[registers in the layout, summed over array words and instances (netlist names)]
name,count
reg_new_pc,8
Reg_branch_logic_Out.d_out,8
[area by class of cell]
cell class	instances	area (sq um)	share of cell area, %
timing repair buffer	53	494	29.0
inverter	6	22.5	1.32
multi-input combinational	94	729	42.8
tap	77	96.3	5.65
sequential	16	320	18.8
clock buffer	3	41.3	2.42
[cell families (layout without fill, tap and decap cells)]
group / after synthesis / in the layout / share of synthesized area (%)
latches: 8 / 8 / 11.2
adders and majority gates: 11 / 11 / 13.5
AOI/OAI and AO/OA: 26 / 26 / 16.5
and+or+nand+nor: 40 / 40 / 22.1
xor gates and xnor gates: 9 / 9 / 7.33
DFF: 8 / 8 / 18.6
muxes: 8 / 8 / 8.37
buffers and inverters: 7 / 62 / 2.44
[timing repair]
| item | 4_1_cts | 5_1_grt |
|---|---|---|
| setup buffers | 5 | 0 |
| setup endpoints to repair | 16 | 5 |
| resized | 18 | 5 |
| hold buffers | 0 | 0 |
[power by group through the flow]
stage,combinational [mW],clock [mW],sequential (mW)
final,0.546,0.368,0.406
after global routing,0.613,0.403,0.411
after CTS,0.563,0.382,0.406
Power figures rest on the tool's default switching activity, not on a simulated workload.
