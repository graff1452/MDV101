==> /design/flow/run.sh <==
#!/bin/bash
# OpenROAD 26Q1-2900-gdf79404cd8, Yosys 0.63+post, stock flow scripts
make -C /OpenROAD-flow-scripts/flow DESIGN_CONFIG=/design/flow/config.mk WORK_HOME=/design/flow/orfs finish
==> /design/flow/config.mk <==
export PLATFORM = sky130hd
export DESIGN_NAME = top
export DESIGN_NICKNAME = top
export VERILOG_FILES = /design/flow/design.v
export SDC_FILE = /design/flow/constraint.sdc
export NUM_CORES = 4
export LEC_CHECK = 1
export CORE_AREA = 10 10 70 70
export DIE_AREA = 0 0 80 80
export SYNTH_HDL_FRONTEND = slang
==> /design/flow/constraint.sdc <==
current_design top

set clk_period 1.0
set clk_io_pct 0.2

create_clock -name clk0 -period $clk_period [get_ports {clk}]

set non_clock_inputs [all_inputs -no_clocks]
set_input_delay [expr $clk_period * $clk_io_pct] -clock clk0 $non_clock_inputs
set_output_delay [expr $clk_period * $clk_io_pct] -clock clk0 [all_outputs]
==> /design/flow/design.v <==
module alu (
    input   wire [15:0] A,
    input   wire [15:0] B,
    input   wire [2:0]  Sel,
    output  wire  [15:0] ALUOut
);
    reg [15:0] reg_ALUOut;
    always @(*) begin
        case (Sel)
            3'b000:     reg_ALUOut = A + B;
            3'b001:     reg_ALUOut = A - B;
            3'b010:     reg_ALUOut = A & B;
            3'b011:     reg_ALUOut = A | B;
            3'b100:     reg_ALUOut = A ^ B;
            3'b101:     reg_ALUOut = A << (B % 16);
            3'b110:     reg_ALUOut = A >> (B % 16);
            3'b111:     reg_ALUOut = (A == B) ? 16'h0000 : (A > B ? 16'h0001 : 16'h0002);
            default:    reg_ALUOut = 16'h0000;  
        endcase
    end
    assign ALUOut = reg_ALUOut;
endmodule
module bitty_core (
    input   wire        clk,
    input   wire        reset,
    input   wire        run,
    input   wire [15:0] instruction,
    output  wire        done
);
    wire [2:0] sel;
    wire [3:0] mux_sel;
    wire [15:0] imm_val;
    wire en_s;
    wire en_c;
    wire en_0;
    wire en_1;
    wire en_2;
    wire en_3;
    wire en_4;
    wire en_5;
    wire en_6;
    wire en_7;
    wire en_i;
    wire [15:0] mux_out;
    wire [15:0] Reg_Inst_Out;
    wire [15:0] Reg_S_Out;
    wire [15:0] Reg_C_Out;
    wire [15:0] Reg_0_Out;
    wire [15:0] Reg_1_Out;
    wire [15:0] Reg_2_Out;
    wire [15:0] Reg_3_Out;
    wire [15:0] Reg_4_Out;
    wire [15:0] Reg_5_Out;
    wire [15:0] Reg_6_Out;
    wire [15:0] Reg_7_Out;
    wire [15:0] alu_out;
    control_unit myControlUnit (.run(run),
                               .clk(clk), 
                               .reset(reset), 
                               .instruction(instruction),
                               .en_s(en_s),
                               .en_c(en_c),
                               .en_i(en_i),
                               .en_0(en_0),
                               .en_1(en_1),
                               .en_2(en_2),
                               .en_3(en_3),
                               .en_4(en_4),
                               .en_5(en_5),
                               .en_6(en_6),
                               .en_7(en_7),
                               .sel(sel),
                               .mux_sel(mux_sel),
                               .done(done),
                               .imm_val(imm_val));
    register Reg_Inst (.d_in(instruction),
                       .reset(reset),
                       .clk(clk),
                       .en(en_i),
                       .d_out(Reg_Inst_Out));
    register Reg_S (.d_in(mux_out),
                    .reset(reset),
                    .clk(clk),
                    .en(en_s),
                    .d_out(Reg_S_Out));
    register Reg_C (.d_in(alu_out),
                    .reset(reset),
                    .clk(clk),
                    .en(en_c),
                    .d_out(Reg_C_Out));
    register Reg_0 (.d_in(Reg_C_Out),
                    .reset(reset),
                    .clk(clk),
                    .en(en_0),
                    .d_out(Reg_0_Out));
    register Reg_1 (.d_in(Reg_C_Out),
                    .reset(reset),
                    .clk(clk),
                    .en(en_1),
                    .d_out(Reg_1_Out));
    register Reg_2 (.d_in(Reg_C_Out),
                    .reset(reset),
                    .clk(clk),
                    .en(en_2),
                    .d_out(Reg_2_Out));
    register Reg_3 (.d_in(Reg_C_Out),
                    .reset(reset),
                    .clk(clk),
                    .en(en_3),
                    .d_out(Reg_3_Out));
    register Reg_4 (.d_in(Reg_C_Out),
                    .reset(reset),
                    .clk(clk),
                    .en(en_4),
                    .d_out(Reg_4_Out));
    register Reg_5 (.d_in(Reg_C_Out),
                    .reset(reset),
                    .clk(clk),
                    .en(en_5),
                    .d_out(Reg_5_Out));
    register Reg_6 (.d_in(Reg_C_Out),
                    .reset(reset),
                    .clk(clk),
                    .en(en_6),
                    .d_out(Reg_6_Out));
    register Reg_7 (.d_in(Reg_C_Out),
                    .reset(reset),
                    .clk(clk),
                    .en(en_7),
                    .d_out(Reg_7_Out));
    mux myMux (.in_0(Reg_0_Out),
               .in_1(Reg_1_Out),
               .in_2(Reg_2_Out),
               .in_3(Reg_3_Out),
               .in_4(Reg_4_Out),
               .in_5(Reg_5_Out),
               .in_6(Reg_6_Out),
               .in_7(Reg_7_Out),
               .in_8(imm_val),
               .in_9(16'b0),
               .mux_sel(mux_sel),
               .mux_out(mux_out));
    alu myAlu (.A(Reg_S_Out),
               .B(mux_out),
               .Sel(sel),
               .ALUOut(alu_out));
endmodule
module control_unit (
    input   wire        run,
    input   wire        clk,
    input   wire        reset,
    input   wire [15:0] instruction,
    output  wire        en_s,
    output  wire        en_c,
    output  wire        en_i,
    output  wire        en_0,
    output  wire        en_1,
    output  wire        en_2,
    output  wire        en_3,
    output  wire        en_4,
    output  wire        en_5,
    output  wire        en_6,
    output  wire        en_7,
    output  wire [2:0]  sel,
    output  wire [3:0]  mux_sel,
    output  wire        done,
    output  wire [15:0] imm_val
);
    parameter INITIAL_STATE     = 2'b00; 
    parameter LOAD_STATE        = 2'b01;
    parameter EXECUTION_STATE   = 2'b10;
    parameter STORE_STATE       = 2'b11;
    parameter R_TYPE_INSTRUCTION = 2'b00;
    parameter I_TYPE_INSTRUCTION = 2'b01;
    reg [1:0]   reg_state;
    reg [1:0]   reg_next_state;
    wire [1:0] instruction_format   = instruction[1:0];
    wire [2:0] alu_selection        = instruction[4:2];
    wire [2:0] first_operand        = instruction[15:13];
    wire [2:0] second_operand       = instruction[12:10];
    wire [7:0] immediate_value      = instruction[12:5];
    reg         reg_en_s; 
    reg         reg_en_c; 
    reg         reg_en_i; 
    reg         reg_en_0;
    reg         reg_en_1; 
    reg         reg_en_2; 
    reg         reg_en_3; 
    reg         reg_en_4; 
    reg         reg_en_5; 
    reg         reg_en_6; 
    reg         reg_en_7; 
    reg         reg_done;
    reg [2:0]   reg_sel;
    reg [3:0]   reg_mux_sel;
    reg [15:0]  reg_imm_val;
    assign en_s         = reg_en_s; 
    assign en_c         = reg_en_c; 
    assign en_i         = reg_en_i; 
    assign en_0         = reg_en_0;
    assign en_1         = reg_en_1; 
    assign en_2         = reg_en_2; 
    assign en_3         = reg_en_3; 
    assign en_4         = reg_en_4; 
    assign en_5         = reg_en_5; 
    assign en_6         = reg_en_6; 
    assign en_7         = reg_en_7; 
    assign sel          = reg_sel;
    assign mux_sel      = reg_mux_sel;
    assign done         = reg_done;
    assign imm_val      = reg_imm_val;
    always @(posedge clk or posedge reset) 
    begin
        if (reset)
        begin
            reg_state <= INITIAL_STATE;
        end
        else if (run)
        begin
            reg_state <= reg_next_state;
        end
    end
    always @(*)
    begin
        case (reg_state)
            INITIAL_STATE:      reg_next_state = LOAD_STATE;
            LOAD_STATE:         reg_next_state = EXECUTION_STATE;
            EXECUTION_STATE:    reg_next_state = STORE_STATE;
            STORE_STATE:        reg_next_state = INITIAL_STATE;
            default:            reg_next_state = INITIAL_STATE;
        endcase
    end
    always @(*) begin
        reg_en_s    = 1'b0;
        reg_en_c    = 1'b0;
        reg_en_i    = 1'b0;
        reg_en_0    = 1'b0;
        reg_en_1    = 1'b0;
        reg_en_2    = 1'b0;
        reg_en_3    = 1'b0;
        reg_en_4    = 1'b0;
        reg_en_5    = 1'b0;
        reg_en_6    = 1'b0;
        reg_en_7    = 1'b0;
        reg_sel     = 3'b000;
        reg_mux_sel = 4'b1111;
        reg_done    = 1'b0;
        reg_imm_val = 16'b0;
        if (!reset && run) 
        begin
            case (reg_state)
                INITIAL_STATE: 
                begin
                    reg_en_i = 1'b1;
                end
                LOAD_STATE: 
                begin
                    reg_en_s    = 1'b1;
                    reg_mux_sel = {1'b0, first_operand};
                end
                EXECUTION_STATE: 
                case (instruction_format)
                    R_TYPE_INSTRUCTION: 
                    begin
                        reg_mux_sel = {1'b0, second_operand};
                        reg_en_c = 1'b1;
                        reg_sel = alu_selection;
                    end
                    I_TYPE_INSTRUCTION:
                    begin
                        reg_mux_sel = 4'b1000;
                        reg_imm_val = {8'b00000000, immediate_value};
                        reg_en_c = 1'b1;
                        reg_sel = alu_selection;
                    end
                    default:
                    begin
                        reg_mux_sel = {1'b0, second_operand};
                        reg_en_c = 1'b1;
                        reg_sel = alu_selection;
                    end
                endcase
                STORE_STATE: 
                begin
                    case (first_operand) 
                        3'b000: reg_en_0 = 1'b1;
                        3'b001: reg_en_1 = 1'b1;
                        3'b010: reg_en_2 = 1'b1;
                        3'b011: reg_en_3 = 1'b1;
                        3'b100: reg_en_4 = 1'b1;
                        3'b101: reg_en_5 = 1'b1;
                        3'b110: reg_en_6 = 1'b1;
                        3'b111: reg_en_7 = 1'b1;
                    endcase
                    reg_done = 1'b1;
                end
                default: 
                begin
                    reg_en_s    = 1'b0;
                    reg_en_c    = 1'b0;
                    reg_en_i    = 1'b0;
                    reg_en_0    = 1'b0;
                    reg_en_1    = 1'b0;
                    reg_en_2    = 1'b0;
                    reg_en_3    = 1'b0;
                    reg_en_4    = 1'b0;
                    reg_en_5    = 1'b0;
                    reg_en_6    = 1'b0;
                    reg_en_7    = 1'b0;
                    reg_done    = 1'b0;
                    reg_sel     = 3'b000;
                    reg_mux_sel = 4'b1111;
                    reg_imm_val = 16'b0;
                end
            endcase
        end
    end
endmodule
module instruction_fetch_unit (
    input wire clk,
    input wire reset,
    input wire en_pc,
    output wire [15:0] instruction_out
);
    reg [15:0] reg_instruction_out;
    wire [7:0] pc_d_in;
    wire [7:0] pc_d_out;
    wire [15:0] memory_out;
    assign instruction_out = reg_instruction_out;
    assign pc_d_in = pc_d_out + 1;
    pc pc_unit (
        .d_in(pc_d_in),
        .clk(clk),
        .en_pc(en_pc),
        .reset(reset),
        .d_out(pc_d_out)
    );
    memory memory_unit (
        .clk(clk),
        .address(pc_d_out),
        .out(memory_out)
    );
    always @(posedge clk or posedge reset) begin
        if (reset) begin
            reg_instruction_out <= 16'b0;
        end else if (en_pc) begin
            reg_instruction_out <= memory_out;
        end
    end
endmodule
module memory (
    input   wire clk,
    input   wire [7:0] address,
    output  wire [15:0] out
);
    reg [15:0] out_reg;
    assign out = out_reg;
    reg [15:0] memory_cell [0:255];  
    initial begin
        $readmemh("/home/zhan/Desktop/MDV101/week12/lab16/generator/instructions.txt", memory_cell);
    end
    always @(posedge clk) begin
        out_reg <= memory_cell[address];
    end
endmodule
module mux (
    input   wire [15:0]     in_0,
    input   wire [15:0]     in_1,
    input   wire [15:0]     in_2,
    input   wire [15:0]     in_3,
    input   wire [15:0]     in_4,
    input   wire [15:0]     in_5,
    input   wire [15:0]     in_6,
    input   wire [15:0]     in_7,
    input   wire [15:0]     in_8,
    input   wire [15:0]     in_9,
    input   wire [3:0]      mux_sel,
    output  wire [15:0]     mux_out 
);
    reg [15:0] reg_mux_out;
    always @(*) begin
        case (mux_sel)
            4'b0000: reg_mux_out = in_0;
            4'b0001: reg_mux_out = in_1;
            4'b0010: reg_mux_out = in_2;
            4'b0011: reg_mux_out = in_3;
            4'b0100: reg_mux_out = in_4;
            4'b0101: reg_mux_out = in_5;
            4'b0110: reg_mux_out = in_6;
            4'b0111: reg_mux_out = in_7;
            4'b1000: reg_mux_out = in_8;
            4'b1001: reg_mux_out = in_9;
            default: reg_mux_out = 16'h0000;
        endcase
    end
    assign mux_out = reg_mux_out;
endmodule
module pc (
    input wire  [7:0] d_in,
    input wire  clk,
    input wire  en_pc,
    input wire  reset,
    output wire [7:0] d_out
);
    reg [7:0] reg_d_out;
    assign d_out = reg_d_out;
    always @(posedge clk or posedge reset) begin
        if (reset) begin
            reg_d_out <= 8'b0;
        end else if (en_pc) begin
            reg_d_out <= d_in;
        end
    end
endmodule
module register (
    input   wire [15:0]     d_in,
    input   wire            reset,
    input   wire            clk,
    input   wire            en,
    output  wire [15:0]     d_out
);
    reg [15:0] reg_d_out;
    always @(posedge clk or posedge reset) begin
        if (reset) 
        begin
            reg_d_out <= 16'h0000;
        end
        else 
        begin
            if (en) 
            begin
                reg_d_out <= d_in;
            end
        end
    end
    assign d_out = reg_d_out;
endmodule
module top (
    input wire clk,
    input wire reset,
    input wire run,
    output wire done
);
    wire [15:0] instruction_fetch_out;
    wire bitty_core_done;
    assign done = bitty_core_done;
    instruction_fetch_unit my_instuction_fetch_unit (
        .clk(clk),
        .en_pc(bitty_core_done),
        .reset(reset),
        .instruction_out(instruction_fetch_out)
    );
    bitty_core my_bitty_core (
        .clk(clk),
        .reset(reset),
        .run(run),
        .instruction(instruction_fetch_out),
        .done(bitty_core_done)
    );
endmodule
==> impl_metrics.yaml <==
# generated from flow reports
floorplan:
  io_pins: 4
  fp-row-count: 21
  chipArea_mm2: 0.00640
  core_area_mm2: 0.00342
  chipWidth_um: 80
  fp-utilization_pct: 4.69
  die_h_um: 80
clocking:
  h-tree-depth: 1
  clockBufferDepth: 2
  cts_made_buffers: 3
  clk_pin_slew_ns: 0.04
  insertion_delay_ns: 0.23
  ctsRootBufferMaster: "clkbuf_4"
  cts_tree: "built"
  cts_sinks: 4
drt:
  routed_via_density: 1.73
  wl_per_cell_um: 4.84
  route.vias.total: 116
  drt-initial-drc-count: 0
  drt-pass1-iter-count: 1
  drcViolationCount: 0
  antennaDiodeCount: 0
  wirelength_um: 324
  ant_nets: 0
critical_path:
  r2r_cells: 3
  path_delay_family: "flip-flops"
  cp_cell_sequence: "and3b_2, buf_2"
  cp-start-kind: "flip-flop"
  critPathMaxFanout: 2
  r2r_setup_slack_ns: 0.03
  cpPeakStageDelay_ns: 0.36
  worst-path-buf-inv: 1
  cp_data_arrival_time_ns: 0.88
  path_depth: 2
  cp.required_ns: 0.80
  crit_type: "reg -> out"
  end_kind: "output port"
  cpMaxStageDelayCell: "dfrtp_1"
flow_run:
  drv_cap: 0
  openroad.warnings: 27
synth:
  ys_area_um2: 160
  ys_seq_share_pct: 63.3
  common_cells: "4 x mux2_2, 3 x dfrtp_1, 1 x and3b_2, 1 x dfstp_2, 1 x inv_1"
  yosys_warnings: 0
  synth_cell_types: 5
  syn_area_per_cell_um2: 16.0
  most_common_cell: "mux2_2"
  synth_area_um2: 160
  ys_cells: 10
  yosys.area.top_type_share_pct: 46.9
  synth-edff-count: 0
  async_reset_ff_share_pct: 100
  postSynthCellCount: 10
  synth_flops: 4
  synth_top_cell_by_area: "dfrtp_1"
  yosys-top-cells-area: "dfrtp_1 47%, mux2_2 28%, dfstp_2 16%"
  ys.flop_type: "dfrtp_1"
finish:
  n_fill_cell: 399
  final_area_um2: 299
  final_layout_size_suffix_gt1_share_pct: 61.9
  synthToLayoutAreaGrowth_pct: 86.7
final_timing:
  fin_crit_ns: 1.08
  hold_viol: 0
  maxSlewViolCount: 0
  fin_setup_tns_ns: -0.0827
  rsz0062_at_grt: "yes"
  worstMarginPinSlew_ns: 0.147
  layout_setup_ws_ns: -0.0827
  period_used_pct: 108
  setup_viol: 1
  fin_worst_skew_ns: 0.00273
  hold_ws_ns: 0.481
  clock.fmax_ghz: 0.924
  relSlewSlack_pct: 90.2
grt:
  grt_util_met3_pct: 2.27
  grt_pass1_wl_um: 510
  grt_start_max_net_pins: 5
  grt_usage_pct: 1.21
  met1_usage_pct: 1.07
  antenna_found_initial: 0
  grt.busiest_layer: "met3"
  grt_pass1_vias: 114
  use_met2_pct: 1.12
  grt_overflow: 0
outcome:
  violations: "negative setup slack"
  status: "finished with violations"
min_path:
  min_from: "run"
  hp-class: "in -> reg"
  whs_path_depth: 3
power:
  powerDensity_mw_per_mm2: 1350
  combPwrFrac_pct: 4.9
  vdd_ir_drop_max_uv: 189
  power_frac_seq_pct: 40.5
  p_leak_nw: 0.138
  clock_power_share_pct: 54.7
  p_int_uw: 325
  totalPowerFinal_uw: 402
  swShare_pct: 19.3
  power.net_switching_uw: 77.8
placement:
  gp_congestion: 0.637
  dp_hpwl_um: 252
  dpl_cell_area_um2: 263
  portBuffers: 3
## metrics by stage
stage / setup slack [ns] / utilization [%] / std cells
3_3_place_gp: -0.503 / 7.69 / 61
6_report: -0.0827 / 8.75 / 67
5_1_grt: -0.105 / 8.75 / 67
2_1_floorplan: 0.276 / - / 10
3_5_place_dp: -0.509 / 7.69 / 61
4_1_cts: -0.110 / 8.75 / 67
## layout make-up
cell class	count	area [µm²]	area share, %
clock buffers	4	26.3	8.79
inverters	1	3.75	1.26
multi-input cells	5	55.1	18.4
flip-flops and latches	4	101	33.9
well taps	46	57.6	19.2
repair buffers	7	55.1	18.4
## worst register-to-register path: cells and delay by family, from the launching register on
family / cells / cell delay (ns)
multiplexers: 1 / 0.24
flip-flops: 1 / 0.36
buffers and inverters: 2 / 0.25
## kinds of logic (layout without fill, tap and decap cells)
logic type	Yosys count	count (layout)	synth area share, %
simple gates	1	1	6.25
mux	4	4	28.1
buf+inv	1	12	2.34
flops	4	4	63.3
## timing repair
action | 4_1_cts | 5_1_grt
buffers inserted | 1 | 0
pin swaps | 1 | 1
hold buffers | 1 | 0
gates resized | 5 | 0
endpoints found under the hold margin | 3 | 0
setup endpoints to repair | 4 | 1
## worst max path at each step
stage / start / to / slack (ns)
CTS: flip-flop / done / -0.11
global route: flip-flop / done / -0.10
finish: flip-flop / done / -0.08
## cells in the final DEF (no fill, tap or decap)
cell / count
and3b_2: 1
buf_2: 1
buf_4: 3
clkbuf_1: 1
clkbuf_4: 3
dfrtp_1: 3
dfstp_2: 1
dlygate4sd2_1: 2
dlygate4sd3_1: 1
inv_1: 1
mux2_2: 4
## routing by layer
layer | wire length, µm | part of all wire, %
met1 | 161 | 50
met3 | 80 | 25
met4 | 0 | 0
met2 | 83 | 26
met5 | 0 | 0
## power groups by stage
stage                 Sequential (mW)  Clock (mW)  Combinational (mW)
after CTS                       0.163       0.235              0.0200
final                           0.163       0.220              0.0196
after global routing            0.163       0.246              0.0217
Power is estimated from default activity; no workload was simulated.
